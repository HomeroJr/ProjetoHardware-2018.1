--- design.v ---
module Multiplex2bit (output logic [31:0] f,
			input logic [31:0] a,b,c,d,
			input logic [1:0] sel);
		always @ (sel)
		begin
			case(sel)
			2'b00:begin
			f = a;
			end
			2'b01:begin
			f = b;
			end
			2'b10:begin
			f = c;
			end
			2'b11:begin
			f = d;
			end
		endcase
		end
			endmodule:Multiplex2bit
--- run.sh ---
#!/bin/bash
# OpenROAD 26Q1-2900-gdf79404cd8, Yosys 0.63+post, stock flow scripts
make -C /OpenROAD-flow-scripts/flow DESIGN_CONFIG=/design/flow/config.mk WORK_HOME=/design/flow/orfs finish
--- config.mk ---
export PLATFORM = sky130hd
export DESIGN_NAME = Multiplex2bit
export DESIGN_NICKNAME = Multiplex2bit
export VERILOG_FILES = /design/flow/design.v
export SDC_FILE = /design/flow/constraint.sdc
export NUM_CORES = 4
export LEC_CHECK = 1
export CORE_AREA = 10 10 76 76
export DIE_AREA = 0 0 86 86
--- constraint.sdc ---
current_design Multiplex2bit

set clk_period 1.5
set clk_io_pct 0.2

create_clock -name clk0 -period $clk_period

set non_clock_inputs [all_inputs -no_clocks]
set_input_delay [expr $clk_period * $clk_io_pct] -clock clk0 $non_clock_inputs
set_output_delay [expr $clk_period * $clk_io_pct] -clock clk0 [all_outputs]
==> flow_summary.json <==
{
  "powerDensity_mw_per_mm2": 240,
  "drtIter0Drc": 19,
  "n_clock_buffer": 0,
  "xor_area_share_pct": 0,
  "ys_sh_adder_pct": 0,
  "critPathMaxStageDelay_ns": 0.30,
  "synthAoiAreaFrac_pct": 0,
  "path_max_fanout": 7,
  "slowest_stage": "mux4_2",
  "grt_pass1_vias": 1357,
  "worstPathRequired_ns": 1.20,
  "fin_tns_setup_ns": 0,
  "place_area_mm2": 0.00248,
  "crit_path_end_kind": "output port",
  "die_x_um": 86,
  "finalClockPeriodUsage_pct": 98.9,
  "ant_nets": 0,
  "final_design_area_no_fill_mm2": 0.00226,
  "first_pass_iters": 4,
  "dp_slack_ns": -0.611,
  "syn_inst": 39,
  "total_leakage_power_nw": 1.10,
  "final_util_pct": 54.8,
  "yosys.area.top_type_share_pct": 82.9,
  "routabilityCongestion": 0.932,
  "period_needed_ns": 1.48,
  "io_pins": 162,
  "drive_above_1_share_pct": 37.3,
  "max-cap-violations": 0,
  "rsz0062_at_grt": "true",
  "wl_mm": 5.97,
  "outcome": "finished clean",
  "syn_to_final_growth_pct": 177,
  "min-delay-start": "c[0]",
  "n_fill_cell": 418,
  "grt_usage_pct": 15.7,
  "combPwrFrac_pct": 100.0,
  "start_kind": "primary input",
  "fmax_ghz": 0.674,
  "portBuffers": 162,
  "core_mm2": 0.00412,
  "layout.area.comb_um2": 721,
  "warning_count": 34,
  "synth.distinct_cells": 5,
  "yosys_warnings": 1,
  "critical_path.top_delay_family": "buffers and inverters",
  "ys_sh_mux_pct": 89.4,
  "p_seq_share_pct": 0,
  "min_path_type": "primary input to output port",
  "diodes": 0,
  "worstMarginPinSlew_ns": 0.161,
  "yosysTopAreaCell": "mux4_2",
  "hold_depth": 3,
  "path_cells": "clkdlybuf4s15_2 > buf_4 > mux4_2 > buf_2",
  "flops": 0,
  "synth-area-yosys_um2": 815,
  "via_per_inst": 4.69,
  "die_y_um": 86,
  "switchingPower_mw": 0.137,
  "fin_ws_ns": 0.0165,
  "ys_seq_share_pct": 0,
  "antenna_found_initial": 0,
  "pwr-share-clk_pct": 0,
  "max-slew-margin-rel_pct": 89.3,
  "post_cts_buffers": 0,
  "swShare_pct": 25.2,
  "cp_data_arrival_time_ns": 1.18,
  "crit_type": "primary input to output port",
  "synthTopLogicFamily": "multiplexers",
  "max-vdd-ir-drop_mv": 0.0982,
  "simple_gate_area_share_pct": 0,
  "ys_cells": 39,
  "fp_util_pct": 19.8,
  "startpoint": "sel[1]",
  "chipArea_mm2": 0.00740,
  "std_cell_rows": 23,
  "internal_power_mw": 0.405,
  "fin_total_pwr_mw": 0.541,
  "grt_pass1_wl_mm": 8.92,
  "hold_buffers": 0,
  "dpl.hpwl_mm": 5.25,
  "finalHoldViolations": 0,
  "drc": 0,
  "via_count": 1192,
  "finalSetupViolCount": 0,
  "slew_violations": 0,
  "seq_area_um2": 0,
  "synth.avg_cell_area_um2": 20.9,
  "wl_per_cell_um": 23.5,
  "grt-ovfl-total": 0,
  "syn_area_um2": 815,
  "crit_buf_inv": 3,
  "worst-path-stages": 4,
  "area_leaders": "mux4_2 83%, buf_12 7.4%, mux4_1 6.5%",
  "grt_max_degree": 8
}
-- logic make-up (layout without fill, tap and decap cells) --
group / Yosys count / after routing
mux: 32 / 32
buf+inv: 7 / 172
-- power groups by stage --
stage / Sequential, mW / Combinational [mW] / Clock [mW]
after CTS: 0 / 0.554 / 0
after global routing: 0 / 0.588 / 0
final: 0 / 0.541 / 0
-- layout make-up --
cell class	instances	area share (%)
Tap cell	50	2.77
Timing Repair Buffer	172	65.3
Multi-Input combinational cell	32	31.9
-- cells in the final DEF, fill, tap and decap left out, drive strengths merged --
| cell type | count |
|---|---|
| dlygate4sd2 | 128 |
| clkdlybuf4s15 | 1 |
| mux4 | 32 |
| buf | 43 |
-- metal layers --
metal  share of wire (%)  GRT usage [%]  vias to the layer above
met5                   0              0                        -
met4               0.067              0                        0
met3                  10           5.24                        4
met2                  53           27.9                       89
met1                  36           19.4                      562
li1                    -              -                      537
-- cells in the mapped netlist (all sizes together) --
| cell type | number |
|---|---|
| mux4 | 32 |
| buf | 7 |
-- worst paths after layout --
path,slack [ns],endpoint
worst min-delay path,1.08,f[0]
worst max-delay path,0.02,f[18]
-- stage by stage --
stage | hold slack, ns | cells
after CTS | 1.09 | 254
final | 1.08 | 254
after detailed placement | 1.61 | 250
after global placement | 1.62 | 250
after floorplan | 0.686 | 39
after global routing | 1.10 | 254
-- tightest hold or removal path: stages --
cell,delay [ns]
dlygate4sd2_1,0.18
mux4_2,0.21
buf_2,0.09
-- timing repair --
item / 4_1_cts / 5_1_grt
pin swaps: 0 / 0
gates resized: 245 / 0
endpoints found under the setup margin: 32 / 28
cloned: 4 / 0
Power and IR drop assume default switching activity.
