==> ./design.v <==
module Multiplex3op (output logic [31:0] f,
			input logic [31:0] a,b,c,
			input logic [1:0] sel);
			always @ (sel)
			begin
				case(sel)
				2'b00:begin
				f = a;
				end
				2'b01:begin
				f = b;
				end
				2'b10:begin
				f = c;
				end
				default: f = a;
				endcase
			end
endmodule:Multiplex3op
==> ./run.sh <==
#!/bin/bash
# OpenROAD 26Q1-2900-gdf79404cd8, Yosys 0.63+post, stock flow scripts
make -C /OpenROAD-flow-scripts/flow DESIGN_CONFIG=/design/flow/config.mk WORK_HOME=/design/flow/orfs finish
==> ./config.mk <==
export PLATFORM = sky130hd
export DESIGN_NAME = Multiplex3op
export DESIGN_NICKNAME = Multiplex3op
export VERILOG_FILES = /design/flow/design.v
export SDC_FILE = /design/flow/constraint.sdc
export NUM_CORES = 4
export LEC_CHECK = 1
export CORE_AREA = 10 10 78 78
export DIE_AREA = 0 0 88 88
==> ./constraint.sdc <==
current_design Multiplex3op

set clk_period 3.1
set clk_io_pct 0.2

create_clock -name clk0 -period $clk_period

set non_clock_inputs [all_inputs -no_clocks]
set_input_delay [expr $clk_period * $clk_io_pct] -clock clk0 $non_clock_inputs
set_output_delay [expr $clk_period * $clk_io_pct] -clock clk0 [all_outputs]
==> results.sh <==
# implementation run metrics
export IMPL_status="finished, final reports clean"
export IMPL_ant_nets=0
export IMPL_wl_mm=4.76
export IMPL_slew_viol_final=0
export IMPL_rows=24
export IMPL_place_area_um2=2020
export IMPL_power_leakage_nw=0.756
export IMPL_warning_count=33
export IMPL_synth_area_leader_cell="a22oi_1"
export IMPL_num_vias=1292
export IMPL_crit_top_cell="clkdlybuf4s50_1"
export IMPL_max_freq_mhz=342
export IMPL_dp_hpwl_mm=3.94
export IMPL_die_w_um=88
export IMPL_worst_path_buf_inv=4
export IMPL_wl_per_cell_um=16.5
export IMPL_diodes=0
export IMPL_power_density_nw_per_um2=162
export IMPL_tns_ps=0
export IMPL_rsz0062_at_grt="no"
export IMPL_cp_arrival_ps=2310
export IMPL_ios=130
export IMPL_ys_chip_area_um2=637
export IMPL_slowest_stage="clkdlybuf4s50_1"
export IMPL_yosys_warnings=1
export IMPL_drt_initial_drc_count=53
export IMPL_grt_pass1_vias=1292
export IMPL_cp_required_ps=2480
export IMPL_critPathKind="input port to output pin"
export IMPL_end_kind="output pin"
export IMPL_syn_area_um2=637
export IMPL_synth_cells=113
export IMPL_drt_vias_per_instance=4.47
export IMPL_worstHoldPathType="input port to output pin"
export IMPL_track_usage_pct=10.6
export IMPL_cp_slowest_stage_delay_ps=500
export IMPL_ys_seq_share_pct=0
export IMPL_antenna_found_initial=0
export IMPL_core_um2=4410
export IMPL_cpLargestDelayFamily="buffers and inverters"
export IMPL_flops=0
export IMPL_crit_chain="clkdlybuf4s50_1 > inv_1 > ha_4 > buf_12 > nand2_1 > o21ai_1 > clkdlybuf4s50_1"
export IMPL_fin_crit_ps=2930
export IMPL_n_fill_cell=436
export IMPL_area_leaders="a22oi_1 38%, o21ai_1 24%, nand2_1 19%"
export IMPL_final_seq_area_um2=0
export IMPL_synth_top_area_share_pct=37.7
export IMPL_drc=0
export IMPL_synth_cell_types=8
export IMPL_grt_overflow=0
export IMPL_peakVddDrop_uv=69.4
export IMPL_hold_buffers=0
export IMPL_whs_ps=2140
export IMPL_areaGrowthSynthToFinish_pct=222
export IMPL_min_delay_start="a[20]"
export IMPL_drv_cap=0
export IMPL_grt_pass1_wl_mm=6.77
export IMPL_grt_max_degree=33
export IMPL_critPathLaunch="sel[0]"
export IMPL_worstMarginPinSlew_ps=193
export IMPL_period_used_pct=94.4
export IMPL_finalWeightedCongestion=0.729
export IMPL_fin_area_um2=2050
export IMPL_place_port_buffers=130
export IMPL_finalSetupViolations=0
export IMPL_layout_drive_gt1_share_pct=3.38
export IMPL_fp_util_pct=14.4
export IMPL_path_max_fanout=32
export IMPL_n_clock_buffer=0
export IMPL_chipArea_um2=7740
export IMPL_ys_cells=113
export IMPL_place_ws_ps=128
export IMPL_fin_ws_ps=174
export IMPL_fin_util_pct=46.5
export IMPL_syn_avg_cell_area_um2=5.64
export IMPL_die_h_um=88
export IMPL_hold_violations=0
export IMPL_critPathLaunchType="input port"
export IMPL_dr_pass1_iters=4
export IMPL_slew_headroom_pct=87.2
-- layout make-up --
class	instances	area, µm²	area share (%)
multi-input cells	98	558	27.2
repair buffers	137	1420	69.3
well taps	52	65.1	3.17
inverters	2	7.51	0.366
-- synthesized netlist by cell type, drive strengths merged --
cell type	number
o21ai	32
a22oi	32
ha	2
nand2	32
inv	2
buf	13
-- final timing paths --
check | endpoint | slack, ps | cells after the start
worst max-delay path | f[24] | 170 | 7
worst min-delay path | f[20] | 2140 | 4
-- metal layers --
metal | up-vias | global-route usage (%) | part of all wire [%]
li1 | 672 | - | -
met1 | 551 | 12.2 | 38
met2 | 69 | 18.3 | 48
met3 | 0 | 5.05 | 14
met4 | 0 | 0 | 0
met5 | - | 0 | 0
-- layout by cell type, fill, tap and decap left out --
cell type / n
buf_12: 4
clkbuf_16: 1
ha_4: 1
o21ai_0: 2
o21ai_1: 30
inv_1: 2
clkdlybuf4s50_1: 130
nand2_1: 32
ha_1: 1
buf_4: 2
a22oi_1: 32
-- tightest hold or removal path: stages --
cell,delay (ps)
clkdlybuf4s50_1,390
nand2_1,60
o21ai_1,50
clkdlybuf4s50_1,400
-- logic make-up (layout without fill, tap and decap cells) --
group	count (synthesis)	count (layout)	synth area share, %
simple gates	32	32	18.9
fa+ha+maj	2	2	3.93
compound gates	64	64	62.9
buf+inv	15	139	14.3
-- per-stage QoR --
stage | power, W | std cells
2_1_floorplan | 0.0000814 | 113
3_3_place_gp | 0.000325 | 288
3_5_place_dp | 0.000325 | 288
4_1_cts | 0.000327 | 288
5_1_grt | 0.000363 | 289
6_report | 0.000333 | 289
-- power breakdown --
| group | total (W) | internal, W | switching, W | leakage [nW] |
|---|---|---|---|---|
| logic | 0.000333 | 0.000239 | 0.0000948 | 0.756 |
| clock network | 0 | 0 | 0 | 0 |
| registers | 0 | 0 | 0 | 0 |
| total | 0.000333 | 0.000239 | 0.0000948 | 0.756 |
-- what timing repair did --
item                       4_1_cts  5_1_grt
resized                          0        1
setup endpoints to repair        0        1
setup buffers                    0        0
Power figures rest on the tool's default switching activity, not on a simulated workload.
