File: flow/config.mk
export PLATFORM = sky130hd
export DESIGN_NAME = Multiplex3bit
export DESIGN_NICKNAME = Multiplex3bit
export VERILOG_FILES = /design/flow/design.v
export SDC_FILE = /design/flow/constraint.sdc
export NUM_CORES = 4
export LEC_CHECK = 1
export CORE_AREA = 10 10 120 120
export DIE_AREA = 0 0 130 130
File: flow/constraint.sdc
current_design Multiplex3bit

set clk_period 7.7
set clk_io_pct 0.2

create_clock -name clk0 -period $clk_period

set non_clock_inputs [all_inputs -no_clocks]
set_input_delay [expr $clk_period * $clk_io_pct] -clock clk0 $non_clock_inputs
set_output_delay [expr $clk_period * $clk_io_pct] -clock clk0 [all_outputs]
File: flow/design.v
module Multiplex3bit (output logic [31:0] i,
			input logic [31:0] a,b,c,d,e,f,g,h,
			input logic [2:0] sel);
		always @ (sel)
		begin
			case(sel)
			3'b000:begin
			i = a;
			end
			3'b001:begin
			i = b;
			end
			3'b010:begin
			i = c;
			end
			3'b011:begin
			i = d;
			end
			3'b100:begin
			i = e;
			end
			3'b101:begin
			i = f;
			end
			3'b110:begin
			i = g;
			end
			3'b111:begin
			i = h;
			end
			default: i = a;
		endcase
		end
			endmodule:Multiplex3bit
File: flow/run.sh
#!/bin/bash
# OpenROAD 26Q1-2900-gdf79404cd8, Yosys 0.63+post, stock flow scripts
make -C /OpenROAD-flow-scripts/flow DESIGN_CONFIG=/design/flow/config.mk WORK_HOME=/design/flow/orfs finish
==> ci_impl_report.md <==
### Yosys + OpenROAD results

| Metric | Value |
|---|---|
| Status | finished clean |
| Global-route total usage across every layer | 0.157 |
| Crit start category | input pin |
| Clock power share | 0 |
| Layout area overhead | 129% |
| Residual DRC | 0 |
| Largest net degree at the start of global routing | 68 |
| Synth cell types | 29 |
| Antenna-violating nets left | 0 |
| Post-synth seq share | 0 |
| Mapped Cells | 306 |
| CP Data Required Time | 6.16 ns |
| I/O pins | 291 |
| Die height | 130 um |
| Log Warnings | 32 |
| Avg Inst Size Synth | 7.34 sq um |
| Crit Path Category | input pin to output port |
| Syn Std Cell Area | 0.00224 sq mm |
| Comb pwr share | 1.000 |
| Gpl congestion | 0.857 |
| Rows | 40 |
| Vias in the first global route | 3715 |
| Yosys chip area | 0.00224 sq mm |
| Cycle use final | 0.739 |
| First-pass GRT wire length | 21.0 mm |
| Placed Area | 0.00515 sq mm |
| CP Max Fanout | 39 |
| Critical path's most frequent cell | buf_4 |
| Power Density | 54.2 mW/mm^2 |
| First-pass DRT Iterations | 5 |
| Placed cell count | 711 |
| Slowest-stage cell, CP | and3b_1 |
| Critical path origin | sel[2] |
| # setup viols final | 0 |
| Seq pwr share | 0 |
| DP HPWL | 11.9 mm |
| DRT iter0 DRCs | 209 |
| Yosys Instances | 306 |
| Top cells excl fill/tap | clkdlybuf4s50_1, a22oi_1, nand2b_1 |
| Routed len/inst | 20.1 um |
| Critical-path cell list | buf_2 > buf_4 > and3b_1 > buf_4 > a22oi_1 > a31oi_1 > clkdlybuf4s50_1 |
| Hold Path Class | input pin to output port |
| Relative slew slack | 0.458 |
| Crit path time final | 5.69 ns |
| Final wirelength | 14.3 mm |
| Ys Warns | 1 |
| Seq. cell area | 0 sq um |
| Post-synth top area share | 0.177 |
| RSZ-0062 raised after global routing | false |
| Grt total ovfl | 0 |
| Worst Hold Launch | sel[0] |
| CP max stage delay | 0.58 ns |
| Max-cap violations | 0 |
| Post-synth top area cell | a22oi_1 |
| Worst setup EP type | output port |
| Fin area | 0.00515 sq mm |
| # Post-CTS Setup Buffers | 0 |
| Post-CTS sizing | 0 |
| Sw Pwr | 79.5 uW |
| Final std cells w/o fill | 711 |
| Hold path cells | 4 |
| Arrival time at the worst endpoint | 4.15 ns |
| Fmax | 176 MHz |
| Final hold violations | 0 |
| Final setup TNS | 0 ns |
| Hold buffers post-CTS | 0 |
| Via density | 4.83 |
| Switching part of the total power | 0.284 |
| Layout cells sized above 1 | 0.121 |
| Antenna violations before repair | 0 |
| Cell Int Power | 200 uW |
| Fp_density | 0.188 |
| Total die area | 0.0169 sq mm |
| Final Max Tran Viols | 0 |
| Flops | 0 |
| Top cells by area | a22oi_1, mux2_2, a21bo_2, nand2b_1, o211ai_1 |
| IO buf count | 291 |
| N_diodes | 0 |
| Vias | 3437 |
| Leak | 0.00184 uW |
| Final-layout clock buffer total | 0 |
| Die Wd | 130 um |
| Worst vdd ir | 0.0226 mV |
| Worst-margin pin slew | 0.811 ns |
| Dominant logic cell type in the layout | clkdlybuf4s50_1 |
| Core Area | 0.0119 sq mm |
==> metrics by stage <==
step | hold WS, ns | total power [uW] | setup WS, ns | util
after floorplan | 3.16 | 93.7 | 3.68 | -
after global placement | 3.98 | 281 | 2.06 | 0.432
after detailed placement | 3.97 | 282 | 2.00 | 0.432
after CTS | 3.97 | 283 | 1.99 | 0.432
after global routing | 4.00 | 304 | 1.70 | 0.432
final | 3.96 | 279 | 2.01 | 0.432
==> layout make-up <==
| type | count | area (sq um) |
|---|---|---|
| Tap cell | 147 | 184 |
| Timing Repair Buffer | 297 | 2950 |
| Multi-Input combinational cell | 264 | 2010 |
| Inverter | 3 | 11.3 |
| Fill cell | 1204 | 6760 |
==> cells in the mapped netlist <==
master,count
buf_4,3
and3b_1,2
inv_1,3
buf_2,26
a221oi_1,3
mux4_2,3
buf_6,3
buf_12,1
clkbuf_1,5
o2bb2ai_1,3
a21bo_2,25
mux2_2,28
or3_4,1
o32a_1,3
nor2_1,29
a22oi_1,53
a21oi_1,2
o211ai_1,25
mux2i_1,6
and4b_1,2
nand4b_1,3
clkbuf_2,1
nand2b_1,32
a31oi_1,27
nor2_2,1
a211o_1,1
o21ai_0,3
nor3b_1,1
nand2_1,11
==> power groups by stage <==
stage,sequential (uW),clock (uW),combinational [uW]
after CTS,0,0,283
after global routing,0,0,304
final,0,0,279
==> cells by family after synthesis <==
kind of cell | count (synthesis) | share of synthesized area
AND-OR/OR-AND | 145 | 0.499
buffers and inverters | 42 | 0.108
multiplexers | 37 | 0.197
AND/OR/NAND/NOR | 82 | 0.196
==> per-layer routing <==
layer | global-route usage | wire length, um | share of wire
met1 | 0.179 | 5290 | 0.37
met2 | 0.283 | 7120 | 0.50
met3 | 0.0543 | 1650 | 0.12
met4 | 0.0205 | 221 | 0.015
met5 | 0 | 0 | 0
==> final timing paths <==
kind,to,slack [ns]
setup / recovery,i[15],2.01
hold / removal,i[28],3.96
==> worst max-delay path, delay by kind of cell <==
family | cells | cell delay (ns)
buffers and inverters | 4 | 1.72
AND/OR/NAND/NOR | 1 | 0.58
AND-OR/OR-AND | 2 | 0.29
No activity file was given, so power comes from the tool's default toggle rates.
